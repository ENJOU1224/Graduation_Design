==> design.v <==
module light(
  input clk,
  input rst,
  output reg [15:0] led
);
  reg [31:0] count;
  always @(posedge clk) begin
    if (rst) begin led <= 1; count <= 0; end
    else begin
      if (count == 0) led <= {led[14:0], led[15]};
      count <= (count >= 5000000 ? 32'b0 : count + 1);
    end
  end
endmodule
==> run.sh <==
#!/bin/bash
# OpenROAD 26Q1-2900-gdf79404cd8, Yosys 0.63+post, stock flow scripts
make -C /OpenROAD-flow-scripts/flow DESIGN_CONFIG=/design/flow/config.mk WORK_HOME=/design/flow/orfs finish
==> config.mk <==
export PLATFORM = sky130hd
export DESIGN_NAME = light
export DESIGN_NICKNAME = light
export VERILOG_FILES = /design/flow/design.v
export SDC_FILE = /design/flow/constraint.sdc
export NUM_CORES = 4
export LEC_CHECK = 1
export CORE_AREA = 10 10 111 111
export DIE_AREA = 0 0 121 121
export SYNTH_HDL_FRONTEND = slang
==> constraint.sdc <==
current_design light

set clk_period 3.5
set clk_io_pct 0.2

create_clock -name clk0 -period $clk_period [get_ports {clk}]

set non_clock_inputs [all_inputs -no_clocks]
set_input_delay [expr $clk_period * $clk_io_pct] -clock clk0 $non_clock_inputs
set_output_delay [expr $clk_period * $clk_io_pct] -clock clk0 [all_outputs]
==> README.md <==
| Stage | Result | This run |
| --- | --- | --- |
| status | Run status | finished, final reports clean |
| detailed routing | Via count | 1475 |
| clock network | Number of sinks driven by the clock tree | 48 |
| synthesis | Post-synthesis cell count | 204 |
| synthesis | Post-synth top area share | 0.485 |
| global route | Maximum number of pins on one net before global-route repair | 24 |
| floorplan | Core Util at FP | 0.201 |
| detailed routing | Drt wl/cell | 10.6 µm |
| synthesis | Top cell type by total area after synthesis | dfxtp_1 |
| detailed routing | Detailed-route vias per instance | 4.10 |
| timing | Count of endpoints failing hold in the final timing report | 0 |
| timing | Pins Over Slew Limit | 0 |
| clock network | Num CTS Buffers | 5 |
| timing | Actual transition at the worst max-transition pin | 0.836 ns |
| synthesis | Chip Area, Yosys | 0.00198 mm² |
| place | HPWL reported at the end of detailed placement | 2.57 mm |
| power and ir drop | Portion of total power attributed to combinational logic | 0.011 |
| synthesis | Most used flip-flop cell | dfxtp_1 |
| clock network | H-Tree Depth | 2 |
| detailed routing | # DRC | 0 |
| clock network | Count of hold buffers inserted by post-cts repair | 0 |
| timing | Post-layout min period | 2.23 ns |
| global route | Vias in the first global route | 1445 |
| power and ir drop | Flop pwr share | 0.615 |
| finish | Most frequent logic cells in the routed design | dfxtp_1 (48), nor3_1 (22), clkdlybuf4s50_1 (17), nand2b_1 (16), mux2i_1 (16) |
| synthesis | Number of distinct library cells after synthesis | 34 |
| detailed routing | Total detailed-routing wirelength | 3.80 mm |
| power and ir drop | Clock network power share | 0.374 |
| detailed routing | 1st-iter DRT viols | 68 |
| run | Tool Warnings | 26 |
| floorplan | Die x size | 121 µm |
| power and ir drop | Switching Fraction | 0.204 |
| synthesis | Ys async rst share | 0 |
| finish | Area of combinational cells with multiple inputs | 987 µm² |
| worst setup path | Largest fanout of any net on the critical path | 23 |
| place | Number of buffer cells added on primary ports | 17 |
| synthesis | # Cells Yosys | 204 |
| clock network | Clock root buffer | clkbuf_8 |
| detailed routing | First-pass DRT Iterations | 4 |
| global route | Tot GR Track Use | 0.0527 |
| worst setup path | Worst EP arrival | 2.44 ns |
| power and ir drop | Switching power | 0.183 mW |
| timing | Setup total negative slack | 0 ns |
| worst setup path | Endpoint type of the worst setup path | flop |
| synthesis | Main area contributors | dfxtp_1 (49%), mux2i_1 (8.1%), nor3_1 (5.6%) |
| timing | Final Skew | 0.00215 ns |
| global route | Wire length of the first global-routing pass | 6.73 mm |
| floorplan | Core Region | 0.00986 mm² |
| place | # placed instances | 352 |
| power and ir drop | Power density over cell area | 373 mW/mm² |
| clock network | CTS tree | done |
| floorplan | Total die size | 0.0146 mm² |
| power and ir drop | Leakage power of the design | 0.711 nW |
| finish | Non-filler instance count after layout | 360 |
| run | # Max-Cap Violations | 0 |
| floorplan | Number of rows in the core area | 36 |
| finish | Area overhead of the layout relative to synthesis | 21.6% |
| floorplan | Chip height | 121 µm |
| floorplan | Number of primary I/O pins | 18 |
| detailed routing | Diode insertion count for antenna repair | 0 |
| synthesis | Cell area after synthesis | 0.00198 mm² |
| power and ir drop | Worst-case vdd ir drop | 0.000148 V |
| worst setup path | Data required time of the critical path | 3.71 ns |
| worst setup path | Worst setup path class | input port to flop |
| clock network | Clk slew on worst S/H paths | 0.08 ns |
| timing | Unrepaired setup endpoints after global routing | false |
| timing | Final period utilization | 0.637 |
| power and ir drop | Internal power component | 0.716 mW |
| synthesis | #FFs+latches synth | 48 |
| synthesis | Post-synthesis sequential area ratio | 0.485 |
| timing | Highest clock rate | 449 MHz |
| detailed routing | Count of antenna-violating nets left after detailed routing | 0 |
| clock network | Source-to-sink clock delay at the later pin of the worst-skew pair | 0.29 ns |
| timing | Number of failing setup endpoints in the final timing report | 0 |
| finish | Footprint of the flip-flops and latches | 961 µm² |
| worst setup path | Critical path launch point type | input port |
| synthesis | Syn Area/Cell | 9.71 µm² |
| place | Placer congestion estimate | 0.779 |
| finish | Layout Utilization | 0.244 |
| clock network | Post CTS Setup Buffer Count | 0 |
| finish | Share of post-route cells with drive strength above 1 | 0.0529 |
| global route | Number of antenna violations at the first check in global routing | 0 |
| min path | Type of the tightest min-delay check | flop to flop |
| clock network | CTS max path bufs | 2 |
| synthesis | Post-synth EDFFs | 0 |
| finish | Layout fillers | 1039 |
| synthesis | Ys Warns | 0 |
| timing | Headroom to the max-slew limit | 0.442 |
| global route | Global route total overflow | 0 |
| clock network | Total of cells resized after clock tree synthesis | 0 |
| finish | Most frequent standard cell in the layout excluding fill and tap cells | dfxtp_1 |
-- critical path: stages --
cell	delay [ns]
clkdlybuf4s50_1	0.66
a2111o_1	0.78
nor3_1	0.29
-- sequential cells by signal, summed over array words and instances (netlist names) --
signal,flops
count,32
led,16
-- routing by layer --
metal  up-vias  wire length, µm  GRT usage
li1        775                -          -
met1       672             1820     0.0727
met2        26             1740     0.0833
met3         2              173     0.0104
met4         0               68     0.0128
met5         -                0          0
-- cell families after synthesis --
| logic type | Yosys count | synth area share |
|---|---|---|
| multiplexers | 16 | 0.0809 |
| buffers and inverters | 16 | 0.0316 |
| XOR/XNOR | 13 | 0.0575 |
| AND/OR/NAND/NOR | 87 | 0.254 |
| flip-flops | 48 | 0.485 |
| adder cells (fa/ha/maj) | 2 | 0.0126 |
| AND-OR/OR-AND | 21 | 0.0764 |
| other | 1 | 0.00189 |
-- cells in the mapped netlist (4+ instances only) --
library cell and instances:
a211oi_1 7, clkbuf_1 7, dfxtp_1 48, inv_1 5, mux2i_1 16, nand2_1 8
nand2b_1 16, nand3_1 7, nand4_1 5, nor2_1 6, nor3_1 22, nor4_1 6
o21ai_0 5, or3_1 5, or4_1 4, xnor2_1 10
-- worst paths after layout --
path,startpoint,endpoint,slack [ns],cells after the start
setup / recovery,rst,count[7]$_SDFF_PP0_,1.27,3
hold / removal,led[15]$_SDFFE_PP0N_,led[15]$_SDFFE_PP0N_,0.50,2
setup reg to reg,count[2]$_SDFF_PP0_,count[19]$_SDFF_PP0_,1.28,4
hold reg to reg,led[15]$_SDFFE_PP0N_,led[15]$_SDFFE_PP0N_,0.50,2
-- stage by stage --
stage	power, mW	setup slack, ns	hold WS (ns)	cell area (µm²)
floorplan	0.573	1.50	0.449	2010
global placement	0.575	0.959	0.481	2310
detailed placement	0.576	0.948	0.491	2310
CTS	0.912	1.22	0.503	2410
global route	0.936	1.02	0.534	2410
finish	0.899	1.27	0.498	2410
-- power groups by stage --
stage | sequential (mW) | combinational [mW] | clock [mW]
4_1_cts | 0.553 | 0.0100 | 0.349
5_1_grt | 0.554 | 0.0112 | 0.371
6_report | 0.553 | 0.00953 | 0.337
-- final cells by class --
class	instances	area share
clock buffers	6	0.0343
repair buffers	18	0.0738
multi-input cells	148	0.410
flip-flops and latches	48	0.399
well taps	133	0.0691
clock inverters	2	0.00623
inverters	5	0.00779
Power figures rest on the tool's default switching activity, not on a simulated workload.
